==> config.mk <==
export PLATFORM = sky130hd
export DESIGN_NAME = uart_top
export DESIGN_NICKNAME = uart_top
export VERILOG_FILES = /design/flow/design.v
export SDC_FILE = /design/flow/constraint.sdc
export NUM_CORES = 4
export LEC_CHECK = 1
export CORE_UTILIZATION = 40
==> constraint.sdc <==
current_design uart_top

set clk_period 19.8
set clk_io_pct 0.2

create_clock -name clk0 -period $clk_period [get_ports {clk_100MHz}]

set non_clock_inputs [all_inputs -no_clocks]
set_input_delay [expr $clk_period * $clk_io_pct] -clock clk0 $non_clock_inputs
set_output_delay [expr $clk_period * $clk_io_pct] -clock clk0 [all_outputs]
==> design.v <==
`timescale 1ns / 1ps
module baud_rate_generator
    #(               
        parameter   N = 10,      
                    M = 651      
    )
    (
        input clk_100MHz,        
        input reset,             
        output tick              
    );
    reg [N-1:0] counter = 0;         
    wire [N-1:0] next;           
    always @(posedge clk_100MHz, posedge reset)
        if(reset)
            counter <= 0;
        else
            counter <= next;
    assign next = (counter >= (M-1)) ? 0 : counter + 1;
    assign tick = (counter >= (M-1)) ? 1'b1 : 1'b0;
endmodule
`timescale 1ns /1ps
 module fifo_shift
	#(
	   parameter	DATA_SIZE  = 8,	        
				    ADDR_SPACE = 4	            
	)
	(
	   input clk,                               
	   input reset,                             
       input write_to_fifo,                     
	   input [DATA_SIZE-1:0] write_data_in,     
       input write_batch_to_fifo,               
       input [(DATA_SIZE * ADDR_SPACE)-1:0] write_batch_data_in,        
       input shift,
	   output [DATA_SIZE-1:0] read_data_out,    
       output [DATA_SIZE-1:0] read_data_out_last,    
	   output [(DATA_SIZE * ADDR_SPACE)-1:0] read_all_data_out,
	   output reg tick
);
	reg [(DATA_SIZE * ADDR_SPACE)-1:0] memory;		 
	reg fifo_full, fifo_empty, full_buff, empty_buff;
    wire [(DATA_SIZE * ADDR_SPACE)-1:0]shifted_memory = memory << DATA_SIZE;  
    reg past_shift = 0;
	always @(posedge clk) begin
	    tick <= 1'b0;
        if(write_batch_to_fifo) begin
            memory <= write_batch_data_in;
			tick = 1'b1;
		end
		if(write_to_fifo || (shift != past_shift && shift == 1)) begin  
		    memory <= shifted_memory | write_data_in ;   
			tick <= 1'b1;
		end 
        past_shift <= shift;
    end
	assign read_data_out = memory[DATA_SIZE-1:0];
	assign read_data_out_last = memory[(DATA_SIZE * ADDR_SPACE)-1:(DATA_SIZE * (ADDR_SPACE-1))];
	assign read_all_data_out = memory;
endmodule
`timescale 1ns / 1ps
module uart_receiver
    #(
        parameter   DBITS = 8,           
                    SB_TICK = 16         
    )
    (
        input clk_100MHz,                
        input reset,                     
        input rx,                        
        input sample_tick,               
        output reg data_ready,           
        output [DBITS-1:0] data_out      
    );
    localparam [1:0] idle  = 2'b00,
                     start = 2'b01,
                     data  = 2'b10,
                     stop  = 2'b11;
    reg [1:0] state, next_state;         
    reg [3:0] tick_reg, tick_next;       
    reg [2:0] nbits_reg, nbits_next;     
    reg [7:0] data_reg, data_next;       
    always @(posedge clk_100MHz, posedge reset)
        if(reset) begin
            state <= idle;
            tick_reg <= 0;
            nbits_reg <= 0;
            data_reg <= 0;
        end
        else begin
            state <= next_state;
            tick_reg <= tick_next;
            nbits_reg <= nbits_next;
            data_reg <= data_next;
        end        
    always @* begin
        next_state = state;
        data_ready = 1'b0;
        tick_next = tick_reg;
        nbits_next = nbits_reg;
        data_next = data_reg;
        case(state)
            idle:
                if(~rx) begin                
                    next_state = start;
                    tick_next = 0;
                end
            start:
                if(sample_tick)
                    if(tick_reg == 7) begin
                        next_state = data;
                        tick_next = 0;
                        nbits_next = 0;
                    end
                    else
                        tick_next = tick_reg + 1;
            data:
                if(sample_tick)
                    if(tick_reg == 15) begin
                        tick_next = 0;
                        data_next = {rx, data_reg[7:1]};
                        if(nbits_reg == (DBITS-1))
                            next_state = stop;
                        else
                            nbits_next = nbits_reg + 1;
                    end
                    else
                        tick_next = tick_reg + 1;
            stop:
                if(sample_tick)
                    if(tick_reg == (SB_TICK-1)) begin
                        next_state = idle;
                        data_ready = 1'b1;
                    end
                    else
                        tick_next = tick_reg + 1;
        endcase                    
    end
    assign data_out = data_reg;
endmodule
`timescale 1ns / 1ps
module uart_top
    #(
        parameter   
            DBITS = 8,           
            SB_TICK = 16,        
            BR_LIMIT = 651,                 
            BR_BITS  = $clog2(BR_LIMIT),   
            FIFO_IN_SIZE = 4,        
            FIFO_OUT_SIZE = 4, 
            FIFO_OUT_SIZE_EXP = 32
    )
    (
        input clk_100MHz,                
        input reset,                     
        input [DBITS-1:0] write_data,    
        input rx,                
        output tx,               
        output rx_char_received, 
        output rx_full,                  
        output rx_empty,                 
        output [DBITS*FIFO_IN_SIZE - 1:0] rx_out,
        output [DBITS*FIFO_OUT_SIZE - 1:0] tx_fifo_out,
        input tx_trigger,
        input [DBITS*FIFO_OUT_SIZE -1 :0] tx_in  
    );
    wire tick;                           
    baud_rate_generator 
        #(
            .M(BR_LIMIT), 
            .N(BR_BITS)
         ) 
        BAUD_RATE_GEN   
        (
            .clk_100MHz(clk_100MHz), 
            .reset(reset),
            .tick(tick)
         );
    wire rx_done_tick;                   
    wire [DBITS-1:0] rx_data_out;        
    uart_receiver
        #(
            .DBITS(DBITS),
            .SB_TICK(SB_TICK)
         )
         UART_RX_UNIT
         (
            .clk_100MHz(clk_100MHz),
            .reset(reset),
            .rx(rx),
            .sample_tick(tick),
            .data_ready(rx_done_tick),
            .data_out(rx_data_out)
         );
    assign rx_char_received = rx_done_tick;
    reg  [(DBITS * FIFO_IN_SIZE)-1:0] memory;
    wire [(DBITS * FIFO_IN_SIZE)-1:0] shifted_memory = memory << DBITS; 
    always @ (posedge clk_100MHz) begin
        if (rx_done_tick) begin
            memory <= shifted_memory | rx_data_out;
        end
    end
    assign rx_out = memory;
    wire tx_empty;                       
    wire tx_fifo_not_empty;              
    fifo_shift
        #(
            .DATA_SIZE(DBITS),
            .ADDR_SPACE(FIFO_OUT_SIZE)
         )
         FIFO_TX_UNIT
         (
             .clk(clk_100MHz),
             .write_to_fifo(0),
             .write_data_in(0),
             .write_batch_to_fifo(tx_trigger),
             .write_batch_data_in(tx_in),
             .shift(tx_done_tick),
             .read_data_out_last(tx_fifo_out),
             .tick(read_tick)  
           );
    reg [FIFO_OUT_SIZE_EXP-1:0] count = 0;
    wire tx_done_tick;                   
    reg tx_done_tick_latch = 0;
    wire tx_send = count != 0 & ~tx_trigger;
    uart_transmitter
        #(
            .DBITS(DBITS),
            .SB_TICK(SB_TICK)
         )
         UART_TX_UNIT
         (
            .clk_100MHz(clk_100MHz),
            .reset(reset),
            .tx(tx),
            .sample_tick(tick),
            .tx_start(tx_send),
            .data_in(tx_fifo_out),
            .tx_done(tx_done_tick)
         );
    always @(posedge clk_100MHz) begin
        if (tx_trigger) begin
            count <= FIFO_OUT_SIZE;  
        end else if (tx_done_tick != tx_done_tick_latch && tx_done_tick && count != 0) begin
            count <= count - 1;
        end
        tx_done_tick_latch <= tx_done_tick;
    end
endmodule
`timescale 1ns / 1ps
module uart_transmitter
    #(
        parameter   DBITS = 8,           
                    SB_TICK = 16         
    )
    (
        input clk_100MHz,                
        input reset,                     
        input tx_start,                  
        input sample_tick,               
        input [DBITS-1:0] data_in,       
        output reg tx_done,              
        output tx,                        
        output [1:0] state_out
    );
    localparam [1:0]    idle  = 2'b00,
                        start = 2'b01,
                        data  = 2'b10,
                        stop  = 2'b11;
    reg [1:0] state, next_state;             
    reg [3:0] tick_reg, tick_next;           
    reg [2:0] nbits_reg, nbits_next;         
    reg [DBITS-1:0] data_reg, data_next;     
    reg tx_reg, tx_next;                     
    always @(posedge clk_100MHz, posedge reset)
        if(reset) begin
            state <= idle;
            tick_reg <= 0;
            nbits_reg <= 0;
            data_reg <= 0;
            tx_reg <= 1'b0;
        end
        else begin
            state <= next_state;
            tick_reg <= tick_next;
            nbits_reg <= nbits_next;
            data_reg <= data_next;
            tx_reg <= tx_next;
        end
    always @* begin
        next_state = state;
        tx_done = 1'b0;
        tick_next = tick_reg;
        nbits_next = nbits_reg;
        data_next = data_reg;
        tx_next = tx_reg;
        case(state)
            idle: begin                      
                tx_next = 1'b1;              
                if(tx_start) begin           
                    next_state = start;
                    tick_next = 0;
                    data_next = data_in;
                end
            end
            start: begin
                tx_next = 1'b0;              
                if(sample_tick)
                    if(tick_reg == 15) begin
                        next_state = data;
                        tick_next = 0;
                        nbits_next = 0;
                    end
                    else
                        tick_next = tick_reg + 1;
            end
            data: begin
                tx_next = data_reg[0];
                if(sample_tick)
                    if(tick_reg == 15) begin
                        tick_next = 0;
                        data_next = data_reg >> 1;
                        if(nbits_reg == (DBITS-1))
                            next_state = stop;
                        else
                            nbits_next = nbits_reg + 1;
                    end
                    else
                        tick_next = tick_reg + 1;
            end
            stop: begin
                tx_next = 1'b1;          
                if(sample_tick)
                    if(tick_reg == (SB_TICK-1)) begin
                        next_state = idle;
                        tx_done = 1'b1;
                    end
                    else
                        tick_next = tick_reg + 1;
            end
        endcase    
    end
    assign tx = tx_next;  
    assign state_out = state;
endmodule
==> run.sh <==
#!/bin/bash
# OpenROAD 26Q1-2900-gdf79404cd8, Yosys 0.63+post, stock flow scripts
make -C /OpenROAD-flow-scripts/flow DESIGN_CONFIG=/design/flow/config.mk WORK_HOME=/design/flow/orfs finish
==> out/metrics.cfg <==
[critical_path]
cp_slowest_cell = o211ai_1
worstPathArrival_ns = 3.93
timing.critical_path.mode_cell = and3_1
worst_setup_path_start_kind = flip-flop
required_ns = 15.84
cp-end-kind = primary output
slowest_delay_ns = 0.61
critical_path_depth = 9
path_cells = inv_1 -> ha_1 -> or4_1 -> o211ai_1 -> nand2_1 -> and3_1 -> and3_1 -> buf_4 -> clkdlybuf4s50_1
critPathKind = reg2out
cp_top_family = simple AND/OR/NAND/NOR gates
path_max_fanout = 34
reg2reg_depth = 8
crit_buf_inv = 3

[clock_tree]
cts_sinks = 145
cts_tree = done
clkLatencyLatePin_ns = 0.41
post_cts_resize_count = 0
cts_htree_levels = 4
cts_hold_buffers = 0
cts_buffers = 17
clockBufferDepth = 2
postCtsSetupBuffers = 0
path_clk_slew_ns = 0.06
root_buffer = clkbuf_16

[run]
maxCapViolations = 0
warning_count = 35

[sta]
final.setup.tns_ns = 0
finalWorstPathRequiredPeriod_ns = 7.89
finalCritPeriodShare_pct = 39.8
setup_viol = 0
slew_headroom_pct = 44.1
rsz0062_at_grt = no
finClkSkew_ns = 0.00564
slew_viol_final = 0
tightest_slew_ns = 0.837
fmax_mhz = 127
finalHoldViolations = 0

[floorplan]
core_um2 = 15900
die_w_um = 130
chipArea_um2 = 16900
die_h_um = 130
row_count = 46
io_pins = 112
initial_core_util_pct = 41.1

[routing]
wirelength_um = 11600
drtAntennaViolNets = 0
route.antenna.diode_count = 0
drt-vias-per-instance = 4.94
dr.pass1.iters = 4
drtIter0Drc = 265
drc_errors = 0
wl_per_cell_um = 12.6
vias = 4529

[cells_and_area]
area_growth_pct = 22.0
drive_gt1_share_pct = 9.86
fillers = 1372
instances_no_fill = 916
logic_area_um2 = 2540
reg_top3 = FIFO_TX_UNIT.memory x32, count x32, memory x32
regArea_um2 = 3710

[outcome]
status = finished clean

[global_route]
grt_pass1_wl_um = 19500
antenna_found_initial = 0
gr-total-overflow = 0
grt_max_degree = 67
grt_use_total_pct = 14.8
grt_pass1_vias = 4350

[synthesis]
ys_ff = 145
synth_cell_type_count = 61
synth.top_cell.area_share_pct = 25.6
topCellsByArea = edfxtp_1 (26%), dfrtp_1 (18%), dfxtp_1 (13%), nand2_1 (4.6%), buf_4 (3.9%)
syn_inst = 620
top_cells_by_count = nand2_1 (80), nor2_1 (61), edfxtp_1 (56), dfrtp_1 (46), dfxtp_1 (41)
yosysChipArea_um2 = 6560
ys_cells = 620
ys_seq_share_pct = 56.5
most_common_cell = nand2_1
syn_area_um2 = 6560
yosysWarnings = 12
edf_count = 56
dominantRegCellSynth = edfxtp_1
yosysTopAreaCell = edfxtp_1
async_flop_share_pct = 33.1
avgSynthCellArea_um2 = 10.6

[pwr]
worst_ir_drop_vdd_v = 0.0000612
leakage_nw = 3.19
pwr_density_cell_nw_per_um2 = 84.8

[min_path]
min_path_cells = 0
holdCritPathClass = reg2reg

[place]
numPortBuffers = 77
hpwl_um = 7670
place.gp.congestion = 0.785
dp.cells = 884

## power breakdown
part | internal [W] | switching (W) | leakage [nW]
registers | 0.000319 | 0.00000605 | 1.41
clock network | 0.000200 | 0.000124 | 0.284
logic | 0.0000148 | 0.0000142 | 1.50
## area by class of cell
cell class              count  area share [%]
flip-flops and latches    145            46.3
multi-input cells         425            31.7
repair buffers             85            10.3
clock buffers              18            5.36
well taps                 216            3.38
clock inverters            14            2.27
inverters                  13           0.610
## layout by cell type, fill, tap and decap left out, drive strengths merged, types with 4 or more instances in the layout
master	count
clkinvlp	4
mux2i	20
xnor2	6
xor2	19
nand2	80
nor3	8
inv	16
clkdlybuf4s50	76
o21ai	23
or4	12
nand4	5
nor4	7
clkbuf	18
o31ai	5
nor2b	4
dfxtp	41
nand3b	5
buf	9
a21oi	26
ha	10
mux2	11
edfxtp	56
conb	26
nand3	41
clkinv	4
or4b	5
dfrtp	46
nor2	61
or3	13
## metal layers
metal | vias up | GRT usage [%] | wire length [um]
met4 | 0 | 1.85 | 133
li1 | 2270 | - | -
met1 | 2146 | 22.5 | 5470
met2 | 103 | 23.2 | 5240
met5 | - | 0 | 0
met3 | 10 | 3.59 | 713
## logic make-up (layout without fill, tap and decap cells)
family          count (synthesis)  after routing  share of synthesized area [%]
mux                            31             31                           5.00
flops                         145            145                           56.5
compound gates                 78             78                           7.48
simple gates                  255            255                           19.3
fa+ha+maj                      10             10                           1.91
buf+inv                        75            130                           6.43
other cells                     1             26                         0.0572
xor+xnor                       25             25                           3.34
## worst paths after layout
kind                       slack [ns]                                  from                                    to
min reg2reg                      0.44  UART_RX_UNIT.data_reg[0]$_DFFE_PP0P_                   memory[0]$_DFFE_PP_
max reg2reg                     16.45    BAUD_RATE_GEN.counter[0]$_DFF_PP0_                  memory[26]$_DFFE_PP_
max                             11.91    BAUD_RATE_GEN.counter[0]$_DFF_PP0_                      rx_char_received
min                              0.44  UART_RX_UNIT.data_reg[0]$_DFFE_PP0P_                   memory[0]$_DFFE_PP_
min in group asynchronous        4.01                                 reset  UART_RX_UNIT.data_reg[0]$_DFFE_PP0P_
max in group asynchronous       15.38                                 reset    BAUD_RATE_GEN.counter[0]$_DFF_PP0_
## metrics by stage
stage               total power [W]  hold WS, ns  worst slack (ns)  area [um^2]  util, %
finish                     0.000678        0.440             11.91         8000     50.2
global route               0.000706        0.446             11.66         8000     50.2
CTS                        0.000687        0.444             11.88         8000     50.2
detailed placement         0.000361        0.431             12.34         7390     46.4
global placement           0.000360        0.433             12.39         7390     46.4
floorplan                  0.000351        0.400             13.38         6650        -
## worst reg2reg max path: cells and delay by family (launching register included)
| kind | cells | cell delay [ns] |
|---|---|---|
| buffers and inverters | 2 | 0.32 |
| flip-flops | 1 | 0.41 |
| adder cells (fa/ha/maj) | 1 | 0.19 |
| AND/OR/NAND/NOR | 4 | 1.52 |
| AND-OR/OR-AND | 1 | 0.61 |
No activity file was given, so power comes from the tool's default toggle rates.
